===== design/flow/config.mk =====
export PLATFORM = sky130hd
export DESIGN_NAME = sv_if
export DESIGN_NICKNAME = sv_if
export VERILOG_FILES = /design/flow/design.v
export SDC_FILE = /design/flow/constraint.sdc
export NUM_CORES = 4
export LEC_CHECK = 1
export CORE_AREA = 10 10 102 102
export DIE_AREA = 0 0 112 112

===== design/flow/constraint.sdc =====
current_design sv_if

set clk_period 5.2
set clk_io_pct 0.2

create_clock -name clk0 -period $clk_period [get_ports {clk}]

set non_clock_inputs [all_inputs -no_clocks]
set_input_delay [expr $clk_period * $clk_io_pct] -clock clk0 $non_clock_inputs
set_output_delay [expr $clk_period * $clk_io_pct] -clock clk0 [all_outputs]

===== design/flow/design.v =====
module sv_if #(
  parameter BLOCK_SIZE = 512,
  parameter CORE_ROUND = 4) 
(
  input  logic  clk,
  input  logic  areset,
  input  logic  v_i,
  input  logic [15:0] instr_i,    
  output logic  [7:0] iaddr_o,
  output logic        ivalid_o,
  output logic [14:0] ex_i_o,
  output logic        ex_v_o,
  input  logic        ex_c_i,
  input  logic        ex_r_i,
  input  logic  [7:0] st_a_i,
  output logic        ready);
  logic [7:0] pc, save_pc;
  typedef enum {
    IDLE,
    INSTRUCTION_REQUEST,
    INSTRUCTION_FETCH,
    INSTRUCTION_DECODE,    
    INSTRUCTION_EXECUTE,
    WAIT_EXECUTE_RESULT,
    TEMP} fsm_state;
  fsm_state state; 
  assign iaddr_o = pc;
  assign ex_i_o = instr_i[15:1];
  always @(posedge clk or negedge areset)
    if (~areset) begin
      pc <= '0;
      save_pc <= '0;
      state <= IDLE;
      ivalid_o <= '0; 
      ex_v_o <= '0; 
    end
    else case (state)
      IDLE: begin
        pc <= st_a_i;
        ivalid_o <= '0; 
        if (v_i) begin
          ivalid_o <= '1;
          state <= INSTRUCTION_REQUEST;
        end
      end
      INSTRUCTION_REQUEST: begin 
        ivalid_o <= '0;
        state <= INSTRUCTION_FETCH;
      end
      INSTRUCTION_FETCH: begin    
        state <= INSTRUCTION_DECODE;
      end
      INSTRUCTION_DECODE: begin
        if (instr_i[0]) begin
          if (instr_i[1]) state <= IDLE;
          else begin
              if (instr_i[2]) begin
                if (instr_i[3]) begin
                  pc <= instr_i[15:4]; 
                  ivalid_o <= '1;
                  state <= INSTRUCTION_REQUEST;
                end
                else begin
                  if (ex_c_i) begin
                    pc <= instr_i[15:4]; 
                    ivalid_o <= '1;
                    state <= INSTRUCTION_REQUEST;
                  end
                  else begin 
                    pc <= pc + 1;
                    ivalid_o <= '1;
                    state <= INSTRUCTION_REQUEST;
                  end
                end
              end
              else begin
                pc <= pc + 1;
                ivalid_o <= '1;
                state <= INSTRUCTION_REQUEST;
              end 
            end
        end
        else begin
          ex_v_o <= '1;
          state <= INSTRUCTION_EXECUTE; 
        end 
      end
      INSTRUCTION_EXECUTE: begin
        ex_v_o <= '0;      
        state <= WAIT_EXECUTE_RESULT;
      end
      WAIT_EXECUTE_RESULT: begin
        if (ex_r_i) begin
          pc <= pc + 1;
          ivalid_o <= '1;
          state <= INSTRUCTION_REQUEST;
        end
      end
    endcase
  assign ready = state == IDLE;
endmodule

===== design/flow/run.sh =====
#!/bin/bash
# OpenROAD 26Q1-2900-gdf79404cd8, Yosys 0.63+post, stock flow scripts
make -C /OpenROAD-flow-scripts/flow DESIGN_CONFIG=/design/flow/config.mk WORK_HOME=/design/flow/orfs finish

==> summary.txt <==
run results: routing usage on met1=7.517%, clk sinks=16, drt total wl=3763 µm, Synthesized registers=16, Reg2Reg Depth=4, Reg clk slew, reported paths=0.06 ns, endpoints failing hold=0, FP Util=a little over an eighth, height of the die=112 µm, post-CTS sizing=0, share of cells above drive strength 1=5.806%, Worst Path Arrival=slightly above 2 ns, max_cap viols=0, largest net degree at the start of global routing=18, hold_sp=state[2], CP peak stage delay=0.51 ns, Worst path most repeated cell=clkdlybuf4s50_1, H-tree depth=1, vias in the first global route=between 1000 and 1500, Worst setup SP type=input port, Area leader share=33.86%, TritonCTS clock tree=done, area delta synth->final=43.45%, met2 usage=9.013%, Synth Cell Area=0.001109 mm², Cells on Worst Hold Path=0, cell depth of the worst setup path=2, Area contributors post-synth=dfrtp_1 34%, buf_4 10%, o21ai_0 4.1%, first-pass GRT wire length=a little over 6000 µm, drt drc=0, Syn Inst Count=125, relative slew slack=48.10%, postcts setup bufs=0, vias per inst=3.954, core area=0.008217 mm², Setup Viol. Count Final=0, Overflow after GRT=0, met3 Usage GRT=between 2 and 2.5%, routability cong.=0.8032, RR Startpoint=state[5], Die X=~110 µm, I/O Pins=55, number of enable flip-flop cells=0, post-route ant nets=0, clock latency (worst-skew pair)=0.25 ns, FILL cells=887, async set-or-reset flop fraction in the synthesized netlist=100.0%, Hold Crit Class=flip-flop to flip-flop, Worst Path Buf+Inv=2, placed wire-length estimate=2926 µm, CP top delay family=buffers and inverters, Power Dens Cells=367.9 mW/mm², GRT Util Overall=5.859%, Worst-Margin Slew=0.7760 ns, Yosys top cell by area=dfrtp_1, CTS max path bufs=2, total CTS buffers=3, time the worst path needs with I/O delays and setup=between 3 and 4 ns, register area share after synthesis=36.23%, slowest CP cell=clkdlybuf4s50_1, synthesis area per yosys=0.001109 mm², worst setup path start=instr_i[1], chip area=0.01254 mm², cell row count=33, RSZ-0062 raised after global routing=false, 1st-pass router iterations=6, critical path class=input port to output pin, Post-Syn Area per Cell=8.869 µm², setup TNS=0 ns, Worst Skew=0.009667 ns, ys cells=125, initial drt markers=between 80 and 90, WP data required=4.16 ns, Max Slew Vio Count=0, Synth warnings=1, WL/cell=14.47 µm, Pleak=0.5815 nW, Primary FF master, synth=dfrtp_1, status=completed, cts hold-fix bufs=0, setup ws final=2.116 ns, antenna cell count=0, IO buf count=46, Tcrit/Tclk final=between 50% and 60%, utilization after layout=19.35%, vias=1028, pre-CTS setup slack=2.101 ns, most used routing layer=met2, antenna violations before repair=0, crit-path max FO=4, tool warning count=25, Distinct lib cells used=35, crit path cell chain=clkdlybuf4s50_1 > clkdlybuf4s50_1, Worst IR Drop VDD=~0.000090 V, fmax=0.3243 GHz, CP endpoint kind=output pin, Clock Tree Root=clkbuf_8
## synthesized netlist by cell type, drive strengths merged, types with 2 or more instances
cell   instances
a21oi          6
a221o          2
a22o           3
a22oi          5
a31oi          2
a32o           2
buf           19
dfrtp         15
inv            5
nand2         12
nand3          7
nor2           7
nor2b          5
o21ai         14
o31ai          2
o41ai          3
or3            3
## final cells by class
type | count | area (µm²) | area share, %
Clock buffer | 4 | 45.04 | 2.832
Inverter | 5 | 18.77 | 1.180
Multi-Input combinational cell | 84 | 533.0 | 33.52
Sequential cell | 16 | 401.6 | 25.26
Tap cell | 105 | 131.4 | 8.261
Timing Repair Buffer | 46 | 460.4 | 28.95
## cell families (layout without fill, tap and decap cells)
group | after synthesis | after routing | share of synthesized area, %
compound gates | 44 | 44 | 28.67
simple gates | 38 | 38 | 17.27
buf+inv | 25 | 55 | 15.69
flops | 16 | 16 | 36.23
fa+ha+maj | 1 | 1 | 1.128
mux | 1 | 1 | 1.016
## cells in the final DEF, fill, tap and decap left out, types with 2 or more instances in the layout
cell type,Yosys,layout
dfrtp_1,15,15
nand2_1,12,12
nor2b_1,5,5
or3_1,3,3
clkbuf_8,0,3
nor2_1,6,6
a22o_1,3,3
nand3_1,7,7
a21oi_1,6,6
clkdlybuf4s50_1,0,46
a32o_1,2,2
o41ai_1,3,3
o21ai_1,4,4
a221o_1,2,2
o31ai_1,2,2
inv_1,5,5
o21ai_0,9,9
a31oi_1,2,2
a22oi_1,5,5
## final timing paths
check,endpoint,slack [ns]
worst max-delay path,ex_i_o[0],2.12
worst min-delay path,state[5],0.35
worst max register to register,pc[5],2.95
worst min register to register,state[5],0.35
max in group asynchronous,ivalid_o,3.47
min in group asynchronous,pc[0],1.24
## layer usage
metal	wire (µm)	part of all wire, %
met1	1704	45
met2	1622	43
met3	381	10
met4	55	1.5
met5	0	0
## per-stage QoR
stage / cell area (µm²) / cells / power [mW] / hold WS (ns)
2_1_floorplan: 1109 / 125 / 0.3538 / 0.3312
3_3_place_gp: 1545 / 256 / 0.4872 / 0.3326
3_5_place_dp: 1545 / 256 / 0.4927 / 0.3373
4_1_cts: 1590 / 260 / 0.5924 / 0.3510
5_1_grt: 1590 / 260 / 0.6356 / 0.3664
6_report: 1590 / 260 / 0.5851 / 0.3488
## where the power goes
group / internal (mW) / switching (mW)
logic: 0.157 / 0.101
registers: 0.168 / 0.0609
clock network: 0.0543 / 0.0441
## sequential cells by signal, summed over array words and instances, names as in the netlist
register  count
state         6
ex_v_o        1
ivalid_o      1
pc            8
Power is estimated from default activity; no workload was simulated.
