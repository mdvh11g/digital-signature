==> flow/design.v <==
module sram #(
  parameter TYPE = "GENERIC_LATCH",
  parameter DATA_WIDTH = 8,
  parameter ADDR_WIDTH = 8)
(
  input  logic                   clk,
  input  logic  [ADDR_WIDTH-1:0] ad_i,
  input  logic  [DATA_WIDTH-1:0] d_i,
  output logic  [DATA_WIDTH-1:0] d_o,
  input  logic                   we_i,
  input  logic                   cs_i);
  generate 
    if (TYPE == "GENERIC") begin
      logic [DATA_WIDTH-1:0] mem [2**ADDR_WIDTH];
      initial begin 
        for (int i = 0; i < 2**ADDR_WIDTH; i++) 
        mem[i] = '0; 
      end
      logic  [ADDR_WIDTH-1:0] addr_reg;
      always @ (posedge clk) begin
        addr_reg <= ad_i;
        if (we_i) mem[ad_i] <= d_i;
      end
      assign d_o = mem[addr_reg];
    end
    if (TYPE == "GENERIC_LATCH") begin
      logic [DATA_WIDTH-1:0] mem [2**ADDR_WIDTH];
      always_latch
        if (cs_i &  we_i) mem[ad_i] <= d_i;
      assign d_o = mem[ad_i];  
    end
    if (TYPE == "INTEL_RECOMENDATIONS" | 
        TYPE == "ALTERA" ) begin
      logic [DATA_WIDTH-1:0] mem [2**ADDR_WIDTH];
      logic  [ADDR_WIDTH-1:0] addr_reg;
      always @ (posedge clk) begin
        addr_reg <= ad_i;
        if (we_i) mem[ad_i] <= d_i;
      end
      assign d_o = mem[addr_reg];
    end
    if ( TYPE == "ALTERA_INVERT" ) begin
      logic [DATA_WIDTH-1:0] mem [2**ADDR_WIDTH];
      logic  [ADDR_WIDTH-1:0] addr_reg;
      logic clk_inv;
      assign clk_inv = ~clk;
      always @ (posedge clk_inv) begin
        addr_reg <= ad_i;
        if (we_i) mem[ad_i] <= d_i;
      end
      assign d_o = mem[addr_reg];
    end
    if (TYPE == "MICRON_SPS2HD_4096x8m16d4_R0_M4") begin
      SPS2HD_4096x8m16d4_R0_M4_ns mem (
        .Q(d_o),  
        .CK(clk), 
        .CSN(~cs_i), 
        .WEN(~we_i), 
        .OEN('0), 
        .A(ad_i), 
        .D(d_i));  
    end
    if (TYPE == "MICRON_SPS2HD_4096x39m8d4_R0_M4") begin
      SPS2HD_4096x39m8d4_R0_M4_ns mem (
        .Q(d_o),  
        .CK(clk), 
        .CSN(~cs_i), 
        .WEN(~we_i), 
        .OEN('0), 
        .A(ad_i), 
        .D(d_i));  
    end
    if (TYPE == "MICRON_SPS2HD_1024x8m8d4_R0_M4") begin
      SPS2HD_1024x8m8d4_R0_M4_ns mem (
        .Q(d_o),  
        .CK(clk), 
        .CSN(~cs_i), 
        .WEN(~we_i), 
        .OEN('0), 
        .A(ad_i), 
        .D(d_i));  
    end
    if (TYPE == "MICRON_SPS_1024x32m4") begin
      SPS_1024x32m4 mem (
        .Q(d_o),  
        .CK(clk), 
        .CSN(~cs_i), 
        .WEN(~we_i), 
        .OEN('0), 
        .A(ad_i), 
        .D(d_i));
    end   
  endgenerate
endmodule
==> flow/run.sh <==
#!/bin/bash
# OpenROAD 26Q1-2900-gdf79404cd8, Yosys 0.63+post, stock flow scripts
make -C /OpenROAD-flow-scripts/flow DESIGN_CONFIG=/design/flow/config.mk WORK_HOME=/design/flow/orfs finish
==> flow/config.mk <==
export PLATFORM = sky130hd
export DESIGN_NAME = sram
export DESIGN_NICKNAME = sram
export VERILOG_FILES = /design/flow/design.v
export SDC_FILE = /design/flow/constraint.sdc
export NUM_CORES = 4
export LEC_CHECK = 1
export CORE_UTILIZATION = 30
export SYNTH_HDL_FRONTEND = slang
==> flow/constraint.sdc <==
current_design sram

set clk_period 13.5
set clk_io_pct 0.2

create_clock -name clk0 -period $clk_period

set non_clock_inputs [all_inputs -no_clocks]
set_input_delay [expr $clk_period * $clk_io_pct] -clock clk0 $non_clock_inputs
set_output_delay [expr $clk_period * $clk_io_pct] -clock clk0 [all_outputs]
==> run summary <==
flow finished, numbers: CP peak stage delay=~0.8 ns, Max transition margin=between 20% and 30%, synth warn=0, Post-synth regs=approximately 2000, Residual DRC=0, Vert. Die Dim=about 400 µm, initial antenna violation count=3, HPWL Detailed=78.2 mm, # rows=about 150, # Cells Yosys=between 3000 and 4000, Unique masters post-synth=21, final period utilization=approximately 74%, top flop regs=genblk2.mem (2048), Final Hold Vio Count=0, CP Class=in2out, gpl congestion=0.854, pin count of the biggest net entering global routing=174, fill count=~15000, postcts setup bufs=0, Max Cap Viol=0, Leak=around 21 nW, Slew Limit Fails=0, Tool Warnings=57, endpoints left unconstrained=about 2000, peak supply drop=around 23 µV, DR vias/cell=between 5 and 6, CTS resizes=0, Critical Path Source Type=primary input, register pins left without a clock=roughly 2000, FMAX=roughly 0.1 GHz, first-pass GRT wire length=184 mm, grt ovf=0, vias in the first global route=27600, area figure in the yosys stat output=~47000 µm², Setup crit end kind=output pin, Max FO, Critical Path=between 60 and 70, DRT antenna net count=0, most flop-heavy register=genblk2.mem, final hold slack=7.03 ns, Hold Crit Class=in2out, worst path cell trace=buf_8 -> buf_12 -> buf_4 -> mux4_2 -> a22oi_1 -> a21oi_1 -> o41ai_1 -> nand4_1 -> clkdlybuf4s50_1, Final setup viols=0, Post-Route Setup TNS=0 ns, Die Span X=400 µm, worst path arrival time=slightly above 7 ns, cts hold-fix bufs=0, I/O pin total=27, Pint=about 0.28 mW, Routed WL per cell=22.3 µm, area growth from synthesis to layout=5.65%, RSZ-0062 raised after global routing=false, Mapped Cells=about 3500, core region area=around 160000 µm², GR Util All Layers=between 10% and 20%, DR pass1 iterations=5, synthesized area per cell=13.5 µm², worst slew pin tran=between 1 and 1.5 ns, final worst path period need=approximately 10 ns, mapped cell area=between 40000 and 50000 µm², CP max-delay cell=o41ai_1, FP Core Util=between 30% and 40%, flip-flop count of the largest register after layout=a little over 2000, final worst slack=3.55 ns, NetSw=around 0.33 mW, pre-CTS setup slack=3.55 ns, status=finished clean, vias=27600, share of cells above drive strength 1=around 18%, Power Density=12.0 nW/µm², die area=about 160000 µm², switching share of power=around 54%, routed wire length=~120 mm, Starting DRT DRC Count=between 1500 and 2000, port buffer count=26, CP required=10.80 ns
[layout make-up]
| cell class | count | area, µm² | share of cell area [%] |
|---|---|---|---|
| sequential | 2048 | 30700 | 61.3 |
| multi-input combinational | 1255 | 15700 | 31.4 |
| tap | 2058 | 2570 | 5.13 |
| timing repair buffer | 113 | 1090 | 2.18 |
| antenna | 2 | 5.00 | 0.00998 |
[layout by cell type (no fill, tap or decap)]
cell type / n
buf_4: 76
or2_2: 1
mux4_2: 512
buf_12: 11
nand2_1: 21
buf_8: 2
nand3b_1: 1
a22oi_1: 256
nand3_2: 1
nand2b_1: 2
diode_2: 2
and2_1: 2
nand3_1: 18
nor2b_1: 5
nor4b_1: 2
and2_4: 1
and3b_1: 1
nand4_1: 12
dlxtp_1: 2048
nor2_4: 1
clkdlybuf4s50_1: 16
nor2_1: 257
a21oi_1: 128
o41ai_1: 32
clkbuf_8: 8
nor2b_4: 2
[synthesized netlist by cell type]
| cell | count | area (µm²) |
|---|---|---|
| a21oi_1 | 128 | 641 |
| a22oi_1 | 256 | 1920 |
| and2_1 | 3 | 18.8 |
| and3b_1 | 1 | 8.76 |
| buf_1 | 23 | 86.3 |
| buf_2 | 42 | 210 |
| buf_4 | 5 | 37.5 |
| buf_6 | 13 | 146 |
| clkbuf_1 | 143 | 537 |
| dlxtp_1 | 2048 | 30700 |
| mux4_2 | 512 | 11500 |
| nand2_1 | 21 | 78.8 |
| nand2b_1 | 2 | 12.5 |
| nand3_1 | 19 | 95.1 |
| nand3b_1 | 1 | 7.51 |
| nand4_1 | 12 | 75.1 |
| nor2_1 | 258 | 968 |
| nor2b_1 | 7 | 43.8 |
| nor4b_1 | 2 | 17.5 |
| o41ai_1 | 32 | 280 |
| or2_2 | 1 | 6.26 |
[critical path, delay by kind of cell]
kind | cells | cell delay (ns)
and+or+nand+nor | 1 | 0.37
buffers and inverters | 4 | 2.13
AOI/OAI and AO/OA | 3 | 1.20
muxes | 1 | 0.58
[kinds of logic after synthesis]
family / Yosys count / share of synthesized area [%]
AOI/OAI and AO/OA: 416 / 5.99
latches: 2048 / 64.7
buffers and inverters: 226 / 2.14
and+or+nand+nor: 327 / 2.81
muxes: 512 / 24.3
[power groups by stage]
stage	sequential (mW)	combinational [mW]	clock, mW
4_1_cts	0.0861	0.523	0
5_1_grt	0.0869	0.556	0
[metal layers]
metal	wire length, µm	vias up	track usage, %
met5	61	-	0.363
met4	1930	4	2.15
met3	9890	81	4.78
met2	57200	723	24.6
met1	53100	14200	23.9
li1	-	12500	-
[per-stage QoR]
| step | cells | utilization, % | cell area (µm²) | power, mW |
|---|---|---|---|---|
| 5_1_grt | 5474 | 32.0 | 50200 | 0.642 |
| 4_1_cts | 5474 | 32.0 | 50200 | 0.609 |
| 6_report | 5476 | 32.0 | 50200 | 0.604 |
| 3_5_place_dp | 5474 | 32.0 | 50200 | 0.609 |
| 3_3_place_gp | 5474 | 32.0 | 50200 | 0.600 |
| 2_1_floorplan | 3529 | - | 47500 | 0.385 |
[final timing paths]
kind,cells past startpoint,slack [ns],end,start
min,7,7.03,d_o[0],ad_i[1]
max,9,3.55,d_o[1],ad_i[0]
Power figures rest on the tool's default switching activity, not on a simulated workload.
