==> flow/design.v <==
module sv_im #(
  parameter BLOCK_SIZE = 512,
  parameter CORE_ROUND = 4) 
(
  input  logic  clk,
  input  logic  areset,
  input  logic  [7:0]  iaddr_i,
  output logic  [15:0] instr_o,
  input  logic         valid_i,
  input  logic         update_i,
  input  logic  [7:0]  upaddr_i,
  input  logic  [15:0] updata_i);
  logic [15:0] instr [128];
  logic [7:0] addr_reg;
  always @ (posedge clk)
    addr_reg <= iaddr_i;  
  assign instr_o = instr[addr_reg]; 
  always_comb begin
    instr[0]  = 16'b0111_100_000_0001_00;  
    instr[1]  = 16'b1010_100_000_0001_00;  
    instr[2]  = 16'b1010_110_000_0110_00;  
    instr[3]  = 16'b1010_111_000_0111_00;  
    instr[4]  = 16'b0011_000_000_0011_10;  
    instr[5]  = 16'b1100_000_000_0000_00;  
    instr[6]  = 16'b000001000111_01_01;    
    instr[7]  = 16'b1110_000_000_0000_00;  
    instr[8]  = 16'b000000001010_01_01;    
    instr[9]  = 16'b000000110101_11_01;    
    instr[10] = 16'b1100_000_110_0001_00;  
    instr[11] = 16'b000000101110_01_01;    
    instr[12] = 16'b1100_000_100_0001_00;  
    instr[13] = 16'b000000101100_01_01;    
    instr[14] = 16'b1100_000_100_1110_00;  
    instr[15] = 16'b000000011101_01_01;    
    instr[16] = 16'b1000_001_101_1111_00;  
    instr[17] = 16'b1000_010_100_1110_00;  
    instr[18] = 16'b0101_010_010_0000_00;  
    instr[19] = 16'b0001_001_010_1001_00;  
    instr[20] = 16'b0001_010_001_1001_00;  
    instr[21] = 16'b0110_011_100_1110_00;  
    instr[22] = 16'b1000_011_011_1010_00;  
    instr[23] = 16'b1000_010_011_1110_00;  
    instr[24] = 16'b0001_010_010_1001_00;  
    instr[25] = 16'b1000_101_111_1010_00;  
    instr[26] = 16'b1010_100_000_1011_00;  
    instr[27] = 16'b0000_000_000_0000_00;  
    instr[28] = 16'b000000000101_11_01;    
    instr[29] = 16'b1000_001_101_0000_00;  
    instr[30] = 16'b1100_000_111_0001_10;  
    instr[31] = 16'b000000110010_01_01;    
    instr[32] = 16'b0001_001_110_1110_00;  
    instr[33] = 16'b0110_010_001_1001_00;  
    instr[34] = 16'b0110_001_010_1001_00;  
    instr[35] = 16'b0110_001_001_0101_00;  
    instr[36] = 16'b0110_010_111_1111_00;  
    instr[37] = 16'b0101_010_010_0000_00;  
    instr[38] = 16'b0001_001_010_1001_00;  
    instr[39] = 16'b0001_010_001_1001_00;  
    instr[40] = 16'b0110_011_110_1110_00;  
    instr[41] = 16'b1000_011_011_1010_00;  
    instr[42] = 16'b1000_010_011_1110_00;  
    instr[43] = 16'b0001_010_010_1001_00;  
    instr[44] = 16'b1000_101_111_1010_00;  
    instr[45] = 16'b1010_100_000_1011_00;  
    instr[46] = 16'b0110_100_110_0000_10;  
    instr[47] = 16'b0110_101_111_0000_10;  
    instr[48] = 16'b0000_000_000_0000_00;  
    instr[49] = 16'b000000000101_11_01;    
    instr[50] = 16'b1010_100_000_0001_00;  
    instr[51] = 16'b0000_000_000_0000_00;  
    instr[52] = 16'b000000000101_11_01;    
    instr[53] = 16'b1100_000_110_0001_00;  
    instr[54] = 16'b000001000101_01_01;    
    instr[55] = 16'b0001_001_110_1110_00;  
    instr[56] = 16'b0110_010_001_1001_00;  
    instr[57] = 16'b0110_001_010_1001_00;  
    instr[58] = 16'b0110_001_001_0101_00;  
    instr[59] = 16'b0110_010_111_1111_00;  
    instr[60] = 16'b0101_010_010_0000_00;  
    instr[61] = 16'b0001_001_010_1001_00;  
    instr[62] = 16'b0001_010_001_1001_00;  
    instr[63] = 16'b0110_011_110_1110_00;  
    instr[64] = 16'b1000_011_011_1010_00;  
    instr[65] = 16'b1000_010_011_1110_00;  
    instr[66] = 16'b0001_010_010_1001_00;  
    instr[67] = 16'b1000_111_111_1010_00;  
    instr[68] = 16'b1010_110_000_1011_00;  
    instr[69] = 16'b0100_000_000_0000_00;  
    instr[70] = 16'b000000000101_11_01;    
    instr[71] = 16'b0011_100_000_1100_10;  
    instr[72] = 16'b1100_000_100_0000_00;  
    instr[73] = 16'b000000000000_01_01;    
    instr[74] = 16'b0001_101_100_0100_10;  
    instr[75] = 16'b0011_001_000_0010_10;  
    instr[76] = 16'b1100_000_001_0000_00;  
    instr[77] = 16'b000001010001_01_01;    
    instr[78] = 16'b0001_001_001_0011_10;  
    instr[79] = 16'b0110_101_101_1001_10;  
    instr[80] = 16'b1100_000_101_0000_00;  
    instr[81] = 16'b000000000000_01_01;    
    instr[82] = 16'b0000000000000011;      
    instr[83] = 16'b0001_100_100_0000_00;  
    instr[84] = 16'b000001001110_11_01;    
  end
endmodule
==> flow/run.sh <==
#!/bin/bash
# OpenROAD 26Q1-2900-gdf79404cd8, Yosys 0.63+post, stock flow scripts
make -C /OpenROAD-flow-scripts/flow DESIGN_CONFIG=/design/flow/config.mk WORK_HOME=/design/flow/orfs finish
==> flow/config.mk <==
export PLATFORM = sky130hd
export DESIGN_NAME = sv_im
export DESIGN_NICKNAME = sv_im
export VERILOG_FILES = /design/flow/design.v
export SDC_FILE = /design/flow/constraint.sdc
export NUM_CORES = 4
export LEC_CHECK = 1
export CORE_UTILIZATION = 40
==> flow/constraint.sdc <==
current_design sv_im

set clk_period 4.2
set clk_io_pct 0.2

create_clock -name clk0 -period $clk_period [get_ports {clk}]

set non_clock_inputs [all_inputs -no_clocks]
set_input_delay [expr $clk_period * $clk_io_pct] -clock clk0 $non_clock_inputs
set_output_delay [expr $clk_period * $clk_io_pct] -clock clk0 [all_outputs]
==> results.toml <==
# yosys + openroad results
[outcome]
status = "finished clean"

[final_layout]
drive_gt1_frac = 0.1220
seq_area_um2 = 140.1
areaGrowthSynthToFinish_pct = 20.61
lay_top_cells = "nor2_1 (35), buf_4 (27), nor3_1 (24)"
largest_reg_flops = 7
final_common_cell = "nor2_1"
final_cells = 380
comb_area_um2 = 1625
fillCellCount = 465

[setup_path]
cp_cell_sequence = "or4b_1, o32a_1, o2111ai_1, a21o_1, nor3_2, nand4_2, or3b_1, clkdlybuf4s50_1"
crit_start = "addr_reg[5]"
path_max_fanout = 15
cp_num_buf_inv = 1
worstSetupEndpoint = "instr_o[14]"
cp_slowest_cell = "or4b_1"
cp-end-kind = "primary output"
required_ns = 3.36
cp-start-kind = "flip-flop"
crit_type = "reg -> out"
critical_path.top_delay_family = "simple AND/OR/NAND/NOR gates"
cpPeakStageDelay_ns = 0.71
arrival_ns = 3.21
worst-path-stages = 8

[routing]
n_antenna_cell = 0
detail_route.iter0.violations = 560
wirelength_um = 8239
wl_per_cell_um = 21.68
drc = 0
ant_nets = 0
vias_per_cell = 7.166
first_pass_iters = 6
vias = 2723

[yosys]
ys_seq_share = 0.07212
top_logic_kind = "simple AND/OR/NAND/NOR gates"
syn-instance-count = 303
synth-area-yosys_um2 = 1943
yosys.area_share.simple = 0.5003
ys_sh_adder = 0
syn_avg_cell_area_um2 = 6.413
ys_seq_elements = 7
ys_cells = 303
yosys_most_used_dff = "dfxtp_1"
edf_count = 0
synth.distinct_cells = 66
compound_area_frac = 0.3097
ys_warn_count = 690
xor_share = 0.02254
mux_area_frac = 0
async_flop_share = 0
syn_area_um2 = 1943

[power]
power_per_cell_area_nw_per_um2 = 171.6
peakVddDrop_v = 0.0001832
power_uw = 402.2
cellLeakagePower_uw = 0.0008605

[floorplanning]
initCoreUtil = 0.4314
dieArea_um2 = 5140
rows = 24
coreArea_um2 = 4504
ioPinCount = 52
die-width_um = 71.70
dieHeight_um = 71.70

[clock_network]
cts_tree = "built"
cts.clk_slew.worst_paths_ns = 0.04
cts_resized = 0
cts_buffers = 3
cts_root_buf = "clkbuf_8"
cts.path.max_buffers = 2
post_cts_buffers = 0
cts_max_level = 1
holdBufCountCts = 0
clock_sinks = 7

[run]
drv_cap = 0
tool_warnings = 53

[timing]
rsz0062_at_grt = "no"
fin_crit_ns = 4.055
clock.fmax_mhz = 246.6
layout_setup_ws_ns = 0.1455
finalMaxSlewViolations = 0
slew_headroom = 0.5030
tightest_slew_ns = 0.7428
period_used_share = 0.9654
hold_ws_ns = 1.059
tns_ns = 0
finalSetupViolCount = 0
hold_violations = 0

[placed_design]
gp_congestion = 1.099
dpl.cell_count = 376
dpl.hpwl_um = 6284
place_ws_ns = 0.4827
place.port_buffers = 23

[grt]
grt_max_degree = 37
grt-ovfl-total = 0
grt_pass1_vias = 2458
grt_pass1_wl_um = 12990
gr-usage-all-layers = 0.3335
antenna_found_initial = 0

[min_path]
hold_class = "in -> reg"
## through the flow
step | instance area, µm² | utilization
after global routing | 2344 | 0.5203
after floorplan | 1943 | -
after global placement | 2291 | 0.5086
after detailed placement | 2291 | 0.5086
final | 2344 | 0.5203
after CTS | 2336 | 0.5186
## area by class of cell
| type | instances | area share |
|---|---|---|
| clock buffers | 4 | 0.01922 |
| flip-flops and latches | 7 | 0.05980 |
| well taps | 52 | 0.02776 |
| repair buffers | 51 | 0.1933 |
| multi-input cells | 262 | 0.6935 |
| inverters | 4 | 0.006407 |
## cell families after synthesis
| family | Yosys count |
|---|---|
| compound gates | 83 |
| simple gates | 174 |
| xor+xnor | 5 |
| buf+inv | 34 |
| flops | 7 |
## per-layer routing
metal | GRT usage | routed length (µm) | vias up
met5 | 0 | 0 | -
met4 | 0.1634 | 533 | 0
met3 | 0.05278 | 1078 | 50
li1 | - | - | 1225
met1 | 0.4885 | 3220 | 1199
met2 | 0.4790 | 3406 | 249
## how the worst min path moves through the flow
stage / to / cells past startpoint / from
4_1_cts: addr_reg[5] / 1 / iaddr_i[5]
5_1_grt: addr_reg[5] / 1 / iaddr_i[5]
6_report: addr_reg[5] / 1 / iaddr_i[5]
## synth_stat cells, types with 7 or more instances
library cell | instances | area share
nor2_1 | 35 | 0.068
nor4_1 | 11 | 0.035
nand2_1 | 22 | 0.042
buf_4 | 9 | 0.035
dfxtp_1 | 7 | 0.072
a21oi_1 | 16 | 0.041
o21ai_0 | 12 | 0.031
o22ai_1 | 8 | 0.026
buf_2 | 13 | 0.033
nor3_1 | 24 | 0.062
nand3_1 | 16 | 0.041
nand2b_1 | 16 | 0.052
nand4_1 | 7 | 0.023
o32ai_1 | 7 | 0.032
## where the power goes
group | internal [µW] | total, µW | switching, µW
clock | 65.5 | 92.5 | 27.1
sequential | 70.5 | 81.0 | 10.6
combinational | 111 | 229 | 117
No activity file was given, so power comes from the tool's default toggle rates.
